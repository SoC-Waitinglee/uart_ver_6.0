==> design.v <==
`timescale 1ns/1ns
	module uart_Receiver(
		d_Clk,
		reset,
		rx,
		rx_Data,
		rx_Done);
		input				d_Clk;
		input				reset;
		input				rx;
		output		[7 : 0] rx_Data;
		output				rx_Done;
		parameter	[1 : 0]		IDLE = 2'b00,
								START = 2'b01,
								RECEIVE = 2'b10,
								STOP = 2'b11;
		reg			[1 : 0]		rx_State;	 
		reg			[7 : 0]		rx_Shift;	 
		reg			[3 : 0]		data_Cnt;	 
		reg			[3 : 0]		sample_Cnt;  
		always@(posedge d_Clk or negedge reset)
			if(~reset)
				begin
					rx_State <= IDLE;
					rx_Shift <= 1'b0;
					data_Cnt <= 1'b0;
					sample_Cnt <= 1'b0;
				end
			else 
				begin
					case(rx_State)
						IDLE:
							if(rx == 1'b0)
								begin
									rx_State <= START;
								end
							else
								begin
									rx_State <= rx_State;
								end
						START:
							if(sample_Cnt == 3'd7)
								begin
									rx_State <= RECEIVE;
									sample_Cnt <= 4'd0;
								end
							else if(rx == 1'b1)
								begin
									rx_State <= IDLE;
									sample_Cnt <= 1'b0;
								end
							else
								begin
									rx_State <= START;
									sample_Cnt <= sample_Cnt + 1'b1;
								end
						RECEIVE:
							if(sample_Cnt == 4'd15)
								begin
									rx_Shift <= {rx, rx_Shift[7 : 1]};
									if(data_Cnt == 3'd7)
										begin
											rx_State <= STOP;
											data_Cnt <= 1'b0;
											sample_Cnt <= 1'b0;
										end
									else 
										begin
											data_Cnt <= data_Cnt + 1'b1;
											sample_Cnt <= 1'b0;
										end
								end
							else
								begin
									sample_Cnt <= sample_Cnt + 1'b1;
									rx_State <= RECEIVE;
								end
						STOP:
							if(sample_Cnt == 4'd15)
								begin
									rx_State <= IDLE;
									sample_Cnt <= 1'b0;
								end
							else
								begin
									sample_Cnt <= sample_Cnt + 1'b1;
									rx_State <= STOP;
								end
					endcase
				end
		assign		rx_Done = (rx_State == STOP) ? 1'b1 : 1'b0;
		assign		rx_Data = (rx_State == STOP) ? rx_Shift : 1'b0;
	endmodule
==> run.sh <==
#!/bin/bash
# OpenROAD 26Q1-2900-gdf79404cd8, Yosys 0.63+post, stock flow scripts
make -C /OpenROAD-flow-scripts/flow DESIGN_CONFIG=/design/flow/config.mk WORK_HOME=/design/flow/orfs finish
==> config.mk <==
export PLATFORM = sky130hd
export DESIGN_NAME = uart_Receiver
export DESIGN_NICKNAME = uart_Receiver
export VERILOG_FILES = /design/flow/design.v
export SDC_FILE = /design/flow/constraint.sdc
export NUM_CORES = 4
export LEC_CHECK = 1
export CORE_AREA = 10 10 82 82
export DIE_AREA = 0 0 92 92
==> constraint.sdc <==
current_design uart_Receiver

set clk_period 2.2
set clk_io_pct 0.2

create_clock -name clk0 -period $clk_period [get_ports {d_Clk}]

set non_clock_inputs [all_inputs -no_clocks]
set_input_delay [expr $clk_period * $clk_io_pct] -clock clk0 $non_clock_inputs
set_output_delay [expr $clk_period * $clk_io_pct] -clock clk0 [all_outputs]
==> results.cfg <==
; flow metrics
[finish]
final_area_um2 = 1230
drive_above_1_share_pct = 8.13
finalNonFillerCells = 193
layout_top_cells = nand2_1, dfrtp_1, clkdlybuf4s50_1, and2_1, o21ai_0
lay_top_count = nand2_1
area_delta_synth_final_pct = 23.0

[global_routing]
grtUsageTotal_pct = 4.82
grt_max_degree = 21
grt_pass1_wl_um = 3590
overflow = 0
antenna_found_initial = 0
grt_pass1_vias = 771

[clocking]
htree_levels = 1
clk_pin_slew_ns = 0.07
cts_inserted_buffers = 3
cts_tree = built
cts.sinks = 20
post_cts_buffers = 0
clkLatencyLatePin_ns = 0.26
clockRootBuffer = clkbuf_8
ctsResizeCount = 0
postCtsHoldBufs = 0
cts_buffer_depth = 2

[yosys]
synth.ff_latch_count = 20
largest_area_cell = dfrtp_1
ys_area_um2 = 997
syn_area_um2 = 997
edf_count = 0
top_area_share_pct = 47.7
synth_area_per_cell_um2 = 8.82
yosys.stat.seqShare_pct = 50.3
ys_sh_xor_pct = 0.878
yosys.area_share.aoi_pct = 10.0
synth.cellmix.adderShare_pct = 2.51
simple_gate_share_pct = 32.4
logic_family = simple AND/OR/NAND/NOR gates
topCellsByArea = dfrtp_1, nand2_1, and2_1
ys_warn_count = 1
synth-async-reset-ratio_pct = 100
ff_type = dfrtp_1
yosysUniqueCellTypes = 32
ys_cells = 113
syn_inst = 113
mux_share_pct = 0

[sta]
worstMarginPinSlew_ns = 0.408
min_period_over_period_pct = 88.3
relSlewSlack_pct = 72.8
final.setup.tns_ns = 0
drv_slew = 0
fmax_ghz = 0.515
setup_slack_ns = 0.258
hold_viol = 0
fin_crit_ns = 1.94
setup_viol = 0
skew_ns = 0.00224
grt_setup_unrepaired = no

[setup_path]
worst-path-max-fanout = 16
critPathRequiredTime_ns = 1.76
reg2regPathDepth = 4
critPathLaunchType = flop
endpoint_kind = primary output
path_class = flop to primary output
r2r_slack_ns = 0.60
setup.worst_path.start = rx_State[3]$_DFF_PN0_
r2r-end = data_Cnt[2]$_DFFE_PN0P_
worst_ep_arrival_time_ns = 1.50
reg2reg_from = sample_Cnt[0]$_DFFE_PN0P_

[placed_design]
dp_hpwl_um = 1400
dp.cells = 189
postPlaceCellArea_um2 = 1170
pre_cts_ws_ns = 0.523
port_buffers = 11
routabilityCongestion = 0.821

[min_path]
hold_class = flop to flop
hold_path_depth = 2
worstHoldEndpoint = rx_Shift[0]$_DFFE_PN0P_
worstHoldStart = rx_Shift[0]$_DFFE_PN0P_

[floorplanning]
chipArea_um2 = 8460
die_y_um = 92
ios = 12
rows = 26
fp.dieW_um = 92
fp_util_pct = 19.6
core_um2 = 5070

[drt]
num_vias = 793
ant_nets = 0
wire_per_inst_um = 10.2
drtIter0Drc = 54
viasPerCell = 4.11
diodes = 0
routed_wl_um = 1970
drtPass1Iterations = 4
drc = 0

[pwr]
p_leak_uw = 0.000543
finalPower_uw = 1250
vdd_ir_drop_max_mv = 0.536
power_density_nw_per_um2 = 1020

[flow_run]
maxCapViolations = 0
warning_count = 25

[status]
outcome = finished clean
==> routing by layer <==
| metal | part of all wire (%) | global-route usage, % | vias to the layer above |
|---|---|---|---|
| met5 | 0 | 0 | - |
| met4 | 0.25 | 0.129 | 0 |
| met3 | 3.4 | 1.32 | 2 |
| met2 | 46 | 8.06 | 10 |
| met1 | 50 | 6.45 | 381 |
| li1 | - | - | 400 |
==> worst max-delay path, cell delays in order, from the launching register on <==
cell             delay, ns
dfrtp_1               0.59
and2_1                0.19
clkdlybuf4s50_1       0.46
==> worst max-delay path by stage <==
| stage | depth (start not counted) | slack, ns | endpoint |
|---|---|---|---|
| final | 2 | 0.26 | rx_Data[1] |
| after global routing | 2 | 0.14 | rx_Data[7] |
| after CTS | 2 | 0.24 | rx_Data[1] |
==> layout make-up <==
cell class | count | area, µm²
clock buffers | 4 | 55.1
fillers | 571 | 3850
multi-input cells | 86 | 457
flip-flops and latches | 20 | 502
well taps | 70 | 87.6
repair buffers | 13 | 125
==> power by group <==
group          total (µW)  internal (µW)  switching, µW  leakage (µW)
logic                 335            161            174      0.000261
clock network         280            159            120     0.0000288
registers             640            497            143      0.000254
==> synthesized netlist by cell type (all sizes together) (2+ instances only) <==
master  number
nor3         3
nand3        3
a31oi        2
and2         8
nor2         3
dfrtp       19
nand2       38
buf          5
or2          2
ha           2
clkbuf       2
o21ai        7
a21oi        3
nand3b       2
==> registers in the layout, summed over array words and instances, names as in the netlist <==
| signal | cells |
|---|---|
| data_Cnt | 4 |
| rx_Shift | 8 |
| rx_State | 4 |
| sample_Cnt | 4 |
==> kinds of logic (layout without fill, tap and decap cells) <==
group           after synthesis  in the layout
flops                        20             20
buf+inv                       7             17
compound gates               16             16
simple gates                 67             67
xor+xnor                      1              1
fa+ha+maj                     2              2
==> stage by stage <==
step | hold slack [ns] | utilization, %
6_report | 0.486 | 24.2
5_1_grt | 0.514 | 24.2
4_1_cts | 0.482 | 24.2
3_5_place_dp | 0.464 | 23.1
3_3_place_gp | 0.467 | 23.1
2_1_floorplan | 0.144 | -
No activity file was given, so power comes from the tool's default toggle rates.
